==> /design/flow/run.sh <==
#!/bin/bash
# OpenROAD 26Q1-2900-gdf79404cd8, Yosys 0.63+post, stock flow scripts
make -C /OpenROAD-flow-scripts/flow DESIGN_CONFIG=/design/flow/config.mk WORK_HOME=/design/flow/orfs finish
==> /design/flow/config.mk <==
export PLATFORM = sky130hd
export DESIGN_NAME = CoPorcessor0
export DESIGN_NICKNAME = CoPorcessor0
export VERILOG_FILES = /design/flow/design.v
export SDC_FILE = /design/flow/constraint.sdc
export NUM_CORES = 4
export LEC_CHECK = 1
export CORE_UTILIZATION = 40
==> /design/flow/constraint.sdc <==
current_design CoPorcessor0

set clk_period 9.0
set clk_io_pct 0.2

create_clock -name clk0 -period $clk_period [get_ports {clk}]

set non_clock_inputs [all_inputs -no_clocks]
set_input_delay [expr $clk_period * $clk_io_pct] -clock clk0 $non_clock_inputs
set_output_delay [expr $clk_period * $clk_io_pct] -clock clk0 [all_outputs]
==> /design/flow/design.v <==
`timescale 1ns / 1ps
module CoPorcessor0(input clk, rst, we,
input [4:0] R_addr,Wt_addr,
input [31:0] Wt_data,
output [31:0] rdata
);
reg[31:0] register [0:31];  
integer i;
assign rdata=register[R_addr]; 
always @(posedge clk or posedge rst)
begin if (rst==1) for (i=0; i<32; i=i+1) register[i] <= 0; 
else if (we == 1)
register[Wt_addr] <= Wt_data;  
end
endmodule
==> PnR_summary.wiki <==
== Implementation results ==
{| class="wikitable"
! Metric !! Value
|-
| Root buffer cell || sky130_fd_sc_hd__clkbuf_16
|-
| Fin worst setup slack || 1415 ps
|-
| Flip-flop count of the largest register after layout || 1024
|-
| Minimum clock period || 7585 ps
|-
| Simple share || 0.1032
|-
| Crit path largest cell delay || 1020 ps
|-
| Largest fanout on the critical path || 19
|-
| Average routed wire per standard cell || 30.63 um
|-
| Maximum buffer depth of the clock tree || 3
|-
| Weighted congestion at the end of routability-driven global placement || 0.9047
|-
| Leakage power || 23.37 nW
|-
| Iter 0 DRT Violations || 2773
|-
| Synth Area per Inst || 12.74 sq um
|-
| CP max stage cell || sky130_fd_sc_hd__nor2_1
|-
| Required time at the worst-slack endpoint || 7200 ps
|-
| Global-route met2 utilization || 0.4134
|-
| Maximum vdd drop || 0.1694 mV
|-
| Number of buffers inserted by port buffering || 76
|-
| Adders+Majority by Area || 0
|-
| Total number of clock tree sinks || 1024
|-
| Distinct cell type count after synthesis || 63
|-
| Final Hold Violation Tally || 0
|-
| First-pass detailed-route iteration total || 6
|-
| Overflow after GRT || 0
|-
| Setup crit end kind || output port
|-
| Clk pin slew, worst setup/hold paths || 50 ps
|-
| Number of antenna violations at the first check in global routing || 5
|-
| Postcts setup bufs || 0
|-
| Share of async-settable or async-resettable flops after synthesis || 1.000
|-
| Complex Gates by Area || 0.05069
|-
| Clock tree from TritonCTS || yes
|-
| DRC errors left || 0
|-
| Pin count of the biggest net entering global routing || 122
|-
| Cell area after layout || 52320 sq um
|-
| Vias per cell || 6.241
|-
| OpenROAD warning count || 29
|-
| Total setup violations reported at the end of the flow || 0
|-
| Count of antenna diodes in the layout || 0
|-
| Rows || 124
|-
| Share of cells above drive strength 1 || 0.3867
|-
| Number of placed cells counting well taps || 5008
|-
| Setup Crit Path Kind || input port to output port
|-
| Maximum achievable frequency || 131.8 MHz
|-
| Synth Cell Area || 46010 sq um
|-
| Number of gates resized after cts || 0
|-
| Largest Register || register
|-
| GRT busiest layer || met1
|-
| Met3 GRT Util || 0.1180
|-
| Flip-flop and latch count after synthesis || 1024
|-
| Count of hold buffers inserted by post-cts repair || 0
|-
| Hold crit path type || flip-flop to flip-flop
|-
| Core box area || 114200 sq um
|-
| Vias || 32496
|-
| Main synth FF type || sky130_fd_sc_hd__dfrtp_1
|-
| Power Dens Cells || 228.9 nW/um^2
|-
| Setup slack after placement || 1516 ps
|-
| Setup repair after global routing missed its margin || false
|-
| Total number of H-tree levels || 3
|-
| Mux frac, synth || 0.2566
|-
| Boundary pin count || 77
|-
| Largest family of logic cells by area || multiplexers
|-
| Post-synth area from yosys stat || 46010 sq um
|-
| Horizontal die dimension || 341.2 um
|-
| Status || complete, no violations
|-
| Top flop regs || register x1024
|-
| Post-detailed-route count of antenna-violating nets || 0
|-
| Area post-placement || 48710 sq um
|-
| Area enclosed by the die boundary || 116400 sq um
|-
| Detailed Place HPWL || 94940 um
|-
| Cell-by-cell trace of the critical path || buf_2 > buf_4 > nand2_1 > nor2_1 > buf_4 > a22oi_1 > and3_1 > a31oi_1 > clkdlybuf4s50_1
|-
| Number of global-route vias before repair || 32599
|-
| Global-route wire length before repair || 234800 um
|-
| Effective utilization at floorplan || 0.4029
|-
| Post-layout period usage of the worst path || 0.8428
|-
| Number of flops mapped to enable cells by yosys || 0
|-
| Routed WL || 159500 um
|-
| Aggregate global-route resource usage || 0.2893
|-
| Max-capacitance violation count || 0
|-
| Total power of the final layout || 11.98 mW
|-
| Clock insertion delay at the later pin of the skew report || 690 ps
|-
| Yosys Instances || 3611
|-
| Number of pins with negative max-slew slack in the final report || 0
|-
| GR Layer Usage met1 || 0.4206
|-
| Synth Warn # || 2
|-
| Number of buffers created by CTS || 110
|-
| Count of non-filler cells in the finished layout || 5207
|-
| Actual transition at the worst max-transition pin || 1058 ps
|-
| Layout Area Growth over Synthesis || 13.71%
|-
| Yosys xor share || 0
|-
| Number of instances in the synthesized netlist || 3611
|-
| Relative slew margins || 0.2920
|-
| Maximum clock skew at final layout || 0 ps
|-
| Arrival time worst endpoint || 5780 ps
|-
| Register area share after synthesis || 0.5569
|-
| Most frequent cell on the critical path || sky130_fd_sc_hd__buf_4
|-
| Die span in y || 341.2 um
|-
| Startpoint type of the worst setup path || input port
|}
[cells in the mapped netlist (all sizes together) (8+ instances only)]
cell type	count	share of area
mux2	1037	0.25
dfrtp	1024	0.56
nand3	452	0.049
clkbuf	237	0.019
nand4	135	0.018
a22oi	127	0.021
buf	125	0.013
and3	75	0.010
nor2	55	0.0047
nand2	32	0.0026
a22o	27	0.0051
nor3	22	0.0026
nor4	20	0.0027
a2111oi	18	0.0036
a31oi	18	0.0024
a222oi	15	0.0033
o21ai	15	0.0016
o32a	15	0.0033
a21oi	13	0.0014
mux2i	13	0.0028
or4	13	0.0021
a32oi	11	0.0021
and2	11	0.0015
nand2b	11	0.0015
and4	10	0.0019
nor2b	8	0.0011
[metal layers]
metal,vias up,wire length [um]
li1,13450,-
met1,17256,65460
met2,1471,70700
met3,317,17780
met4,2,5507
met5,-,13
[through the flow]
step	setup TNS, ps	hold WS (ps)	utilization
after floorplan	-7079870	463.1	-
after global placement	0	474.9	0.4266
after detailed placement	0	480.6	0.4266
after CTS	0	494.7	0.4581
after global routing	0	500.1	0.4581
final	0	490.3	0.4581
[power by group]
| group | total (mW) | internal (mW) | switching [mW] |
|---|---|---|---|
| Clock | 4.52 | 2.66 | 1.87 |
| Combinational | 1.54 | 0.850 | 0.685 |
| Sequential | 5.92 | 5.49 | 0.429 |
| Total | 12.0 | 9.00 | 2.98 |
[logic make-up (layout without fill, tap and decap cells)]
family,Yosys count,count (layout)
compound gates,297,297
flops,1024,1024
simple gates,873,873
buf+inv,367,451
mux,1050,1050
[critical path, delay by kind of cell]
family	cells	cell delay, ps
AND-OR/OR-AND	2	500
AND/OR/NAND/NOR	3	1810
buffers and inverters	4	1630
[layout by cell type (no fill, tap or decap), types with 15 or more instances in the layout]
cell / Yosys / routed
sky130_fd_sc_hd__a22o_1: 27 / 27
sky130_fd_sc_hd__a222oi_1: 15 / 15
sky130_fd_sc_hd__nand4_1: 135 / 135
sky130_fd_sc_hd__a31oi_1: 18 / 18
sky130_fd_sc_hd__a2111oi_0: 17 / 17
sky130_fd_sc_hd__nand2_1: 32 / 19
sky130_fd_sc_hd__mux2_1: 15 / 15
sky130_fd_sc_hd__a22oi_1: 127 / 127
sky130_fd_sc_hd__clkdlybuf4s50_1: 0 / 71
sky130_fd_sc_hd__mux2_2: 1022 / 1022
sky130_fd_sc_hd__o32a_1: 15 / 15
sky130_fd_sc_hd__nand3_1: 452 / 448
sky130_fd_sc_hd__clkbuf_1: 236 / 34
sky130_fd_sc_hd__clkbuf_16: 0 / 112
sky130_fd_sc_hd__and3_1: 75 / 74
sky130_fd_sc_hd__nor3_1: 20 / 17
sky130_fd_sc_hd__clkbuf_8: 0 / 32
sky130_fd_sc_hd__buf_4: 6 / 169
sky130_fd_sc_hd__nor4_1: 20 / 20
sky130_fd_sc_hd__dfrtp_1: 1024 / 1024
sky130_fd_sc_hd__nor2_1: 52 / 31
sky130_fd_sc_hd__o21ai_0: 15 / 15
[path summary, 6_finish.rpt]
check,startpoint,to,slack (ps),depth (start not counted)
worst min register to register,register[18][4],register[18][4],490,1
worst max register to register,register[17][0],register[17][0],8210,1
max in group asynchronous,rst,register[27][10],5230,5
worst max-delay path,R_addr[3],rdata[27],1420,9
min in group asynchronous,rst,register[1][25],1490,2
worst min-delay path,register[18][4],register[18][4],490,1
[layout make-up]
type                            count  area (sq um)
Clock buffer                      178          3371
Clock inverter                     21         234.0
Fill cell                       10180         61870
Inverter                            5         22.52
Multi-Input combinational cell   2220         19130
Sequential cell                  1024         25620
Tap cell                         1512          1892
Timing Repair Buffer              247          2044
Power is estimated from default activity; no workload was simulated.
