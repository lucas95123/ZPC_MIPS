--- ./design.v ---
`timescale 1ns / 1ps
module Regs(input clk, rst, L_S,
input [4:0] R_addr_A, R_addr_B, Wt_addr,
input [31:0] Wt_data,
output [31:0] rdata_A, rdata_B
);
reg[31:0] register [1:31];  
integer i;
assign rdata_A= (R_addr_A== 0) ? 0 : register[R_addr_A]; 
assign rdata_B= (R_addr_B== 0) ? 0 : register[R_addr_B];  
always @(posedge clk or posedge rst)
begin if (rst==1) for (i=1; i<32; i=i+1) register[i] <= 0; 
else if ((Wt_addr!= 0) && (L_S == 1))
register[Wt_addr] <= Wt_data;  
end
endmodule
--- ./run.sh ---
#!/bin/bash
# OpenROAD 26Q1-2900-gdf79404cd8, Yosys 0.63+post, stock flow scripts
make -C /OpenROAD-flow-scripts/flow DESIGN_CONFIG=/design/flow/config.mk WORK_HOME=/design/flow/orfs finish
--- ./config.mk ---
export PLATFORM = sky130hd
export DESIGN_NAME = Regs
export DESIGN_NICKNAME = Regs
export VERILOG_FILES = /design/flow/design.v
export SDC_FILE = /design/flow/constraint.sdc
export NUM_CORES = 4
export LEC_CHECK = 1
export CORE_UTILIZATION = 30
--- ./constraint.sdc ---
current_design Regs

set clk_period 10.8
set clk_io_pct 0.2

create_clock -name clk0 -period $clk_period [get_ports {clk}]

set non_clock_inputs [all_inputs -no_clocks]
set_input_delay [expr $clk_period * $clk_io_pct] -clock clk0 $non_clock_inputs
set_output_delay [expr $clk_period * $clk_io_pct] -clock clk0 [all_outputs]
==> qor.csv <==
metric;value;unit
slowest_delay;0.91;ns
ys_types;63;
p_clk_share;37.3;%
ys.warnings.count;2;
dpl_cell_area;53600;sq um
power_leakage;0.0243;uW
dieWidth;408;um
hold_path_class;flop to flop;
comb_power_share;13.9;%
clk_pin_slew;0.06;ns
regMostFlops;register;
vdd_drop_max;154;uV
crit_type;input pin to output port;
viasPerCell;6.68;
cts_hold_buf;0;
synthToLayoutAreaGrowth;16.0;%
place_congestion;1.06;
firstDrtPassIters;14;
seqCellArea;24800;sq um
cts-buffers-inserted;108;
cts_root_buffer;clkbuf_16;
drt-initial-drc-count;5665;
intPower;7530;uW
top_area_cell;dfrtp_1;
arrival;6.82;ns
ys.flop_type;dfrtp_1;
reg.largest.list;register x992;
cts-resized-gates;0;
final_max_slew_viol_count;0;
setup_violations;0;
clock_skew;0;ns
cts_buffer_depth;3;
rows;148;
die_area;167000;sq um
hold_viol_final;0;
largest_register_ffs;992;
grt_max_degree;127;
slew_headroom;23.5;%
worst_pin_slew;1.14;ns
critPathLaunchType;input pin;
power.density;185;nW/um^2
yosysSeqAreaShare;50.2;%
max_freq;111;MHz
crit_required;8.64;ns
cts_sinks;992;
final_area;57400;sq um
nFillCells;15713;
grt_pass1_wl;347000;um
syn_area;49500;sq um
io_buffers;113;
antenna_found_initial;12;
rsz0062_at_grt;false;
overflow;0;
clk_latency;0.72;ns
cts_setup_buffers;0;
drive_above_1_share;34.4;%
p_seq_share;48.9;%
ys_ff;992;
hpwl;151000;um
cts_tree;yes;
critPathSlowestCell;clkdlybuf4s50_1;
async_flop_share;100;%
grt_use_total;30.8;%
io_pins;114;
drcViolationCount;0;
yosys_area;49500;sq um
path_cells;clkdlybuf4s50_1 > buf_4 > or3b_1 > nor2_4 > buf_4 > a22oi_1 > nand3_1 > nor3_1 > a31oi_1 > clkdlybuf4s50_1;
wirelength;253000;um
lay_top_count;dfrtp_1;
finalCriticalPeriod;8.98;ns
num_vias;43373;
fp.coreArea;163000;sq um
layout_top_cells;992 x dfrtp_1, 988 x mux2_2, 788 x a22oi_1;
ys_cells;4196;
fp_util;30.3;%
logic_area;23200;sq um
wl_per_cell;39.0;um
path_buffers;4;
h-tree-depth;3;
yosys-top-cells-area;dfrtp_1 50%, mux2_2 22%, a22oi_1 12%, buf_2 1.9%, a21oi_1 1.7%;
synth.top_cell.area_share;50.2;%
warning_count;41;
synth_area_per_cell;11.8;sq um
crit_family;buffers and inverters;
finalClockPeriodUsage;83.1;%
p_sw_share;29.0;%
drv_cap;0;
status;finished, final reports clean;
ant_nets;0;
grt_pass1_vias;42558;
synthCells;4196;
crit_fanout;21;
final_util;35.2;%
edf_count;0;
die_h;408;um
power_switching;3070;uW
end_kind;output port;
[routing by layer]
layer / part of all wire (%) / track usage [%] / routed length [um]
met1: 35 / 37.4 / 88300
met2: 39 / 40.3 / 99700
met3: 17 / 20.4 / 44000
met4: 8.2 / 18.2 / 20800
met5: 0.092 / 0.805 / 232
[power by group through the flow]
| stage | clock network [uW] | logic, uW | registers (uW) |
|---|---|---|---|
| final | 3950 | 1470 | 5180 |
| after global routing | 4090 | 1570 | 5240 |
| after CTS | 3960 | 1450 | 5140 |
[synthesized netlist by cell type, types with 27 or more instances]
cell      count
a21oi_1     165
a222oi_1     45
a22oi_1     788
buf_1        32
buf_2       184
buf_4        27
clkbuf_1    175
dfrtp_1     992
mux2_2      988
nand2_1     196
nand3_1      63
nand4_1     100
nor2_1      117
nor3_1       68
[through the flow]
step	setup TNS [ns]	power, uW	std cells	setup WS (ns)	hold slack (ns)
5_1_grt	0	10900	6477	1.80	0.540
6_report	0	10600	6491	1.82	0.522
3_3_place_gp	0	6600	6278	2.15	0.500
4_1_cts	0	10500	6477	2.11	0.523
3_5_place_dp	0	6630	6278	2.10	0.510
2_1_floorplan	-4986.12	5870	4196	-5.03	0.480
[cell families after synthesis]
kind of cell | Yosys count | share of synthesized area (%)
AND-OR/OR-AND | 1111 | 16.2
buffers and inverters | 430 | 4.01
flip-flops | 992 | 50.2
multiplexers | 1005 | 22.9
AND/OR/NAND/NOR | 658 | 6.71
[final cells by class]
class	instances	area share, %
timing repair buffer	330	4.92
clock inverter	35	0.877
inverter	7	0.0523
clock buffer	164	5.64
multi-input combinational	2774	40.4
sequential	992	43.3
antenna	14	0.0611
tap	2175	4.74
[path summary, 6_finish.rpt]
path                       cells past startpoint        startpoint  slack [ns]          endpoint
hold / removal                                 1  register[14][20]        0.52  register[14][20]
max in group asynchronous                      5               rst        6.63  register[21][13]
hold reg to reg                                1  register[14][20]        0.52  register[14][20]
setup / recovery                              10       R_addr_A[3]        1.82       rdata_A[26]
min in group asynchronous                      3               rst        2.11  register[26][21]
setup reg to reg                               1  register[24][21]        9.79  register[24][21]
Power is estimated from default activity; no workload was simulated.
